**config.mk**
```make
export PLATFORM = sky130hd
export DESIGN_NAME = delay
export DESIGN_NICKNAME = delay
export VERILOG_FILES = /design/flow/design.v
export SDC_FILE = /design/flow/constraint.sdc
export NUM_CORES = 4
export LEC_CHECK = 1
export CORE_UTILIZATION = 50
```
**design.v**
```verilog
module delay(clk,rst,delayTime,dirL, dirR); 
	input[9:0] delayTime;
	reg[9:0] counter = 0;
	input clk, rst;
	reg[25:0] ticks = 0;
	output reg dirL = 1, dirR = 1;
	always@(negedge clk)begin
		if(rst == 1)begin
			counter = 0;
		end
		else begin
			if(ticks >= 50000000)begin
				ticks = 0;
				if(counter >= delayTime)begin
					counter = 0;
					if(dirL) begin dirL = 0; dirR = 0; end
					else begin dirL = 1; dirR = 1; end
				end
				else ;
				counter = counter + 1;
			end
			else ;
			ticks = ticks + 1;
		end
	end
endmodule 
```
**run.sh**
```bash
#!/bin/bash
# OpenROAD 26Q1-2900-gdf79404cd8, Yosys 0.63+post, stock flow scripts
make -C /OpenROAD-flow-scripts/flow DESIGN_CONFIG=/design/flow/config.mk WORK_HOME=/design/flow/orfs finish
```
**constraint.sdc**
```tcl
current_design delay

set clk_period 6.5
set clk_io_pct 0.2

create_clock -name clk0 -period $clk_period [get_ports {clk}]

set non_clock_inputs [all_inputs -no_clocks]
set_input_delay [expr $clk_period * $clk_io_pct] -clock clk0 $non_clock_inputs
set_output_delay [expr $clk_period * $clk_io_pct] -clock clk0 [all_outputs]
```
==> flow_summary.yaml <==
# yosys + openroad results
floorplanning:
  num_io_pins: 14
  die_w_um: 69.9
  chipArea_mm2: 0.00489
  core-area_mm2: 0.00438
  fp_util_pct: 52.6
  placementRows: 24
  die_y_um: 69.9
cells_and_area:
  final_area_mm2: 0.00300
  final_cell_count_no_fill: 355
  area_delta_synth_final_pct: 30.2
  layout_top_cells: "inv_1, edfxtp_1, nor2_1, nand3_1, nand2_1"
  layout_top_cell: "inv_1"
  final_layout_size_suffix_gt1_share_pct: 21.5
clock_network:
  clockRootBuffer: "clkbuf_8"
  cts_tree: "yes"
  cts-htree-levels: 2
  cts.reportedPaths.clkPinSlew_ns: 0.04
  cts_sinks: 37
  cts_buffer_depth: 2
  postCtsHoldBufs: 0
  cts_made_buffers: 5
  clk_latency_ns: 0.36
timing:
  hold_slack_ns: 0.546
  clock_skew_ns: 0.0222
  drv_slew: 0
  report.final.hold_viol_count: 0
  setup_violations: 0
  worst_pin_slew_ns: 0.586
  slew_headroom_pct: 60.6
pwr:
  p_leak_nw: 1.19
  p_per_area_mw_per_mm2: 202
  irDropWorstVdd_uv: 149
worst_setup_path:
  critPathLaunchType: "input port"
  crit_type: "in2reg"
  crit_arrival_ns: 3.40
  critPathCaptureType: "flip-flop"
  reg2reg_slack_ns: 2.93
  required_ns: 3.51
  worstPathMaxFanout: 3
logic_synthesis:
  ys_warn_count: 1
  ys_ff: 37
  async_flop_share_pct: 0
  synthFlopType: "edfxtp_1"
  yosysSeqAreaShare_pct: 43.8
  yosys-stat-area_mm2: 0.00231
  ys_cells: 244
  ys_types: 44
  netlist_instances: 244
  synth_area_mm2: 0.00231
  synth-edff-count: 27
  postSynthAreaPerCell_um2: 9.45
grt:
  grt_pass1_wl_mm: 8.20
  antenna_found_initial: 0
  grtUsageTotal_pct: 21.4
  grt_max_degree: 27
  grt.overflow.total: 0
  first_global_vias: 1977
route:
  antenna_left: 0
  drt_iter0_drc: 55
  vias: 2046
  wl_per_cell_um: 13.8
  drc: 0
  viasPerCell: 5.76
  firstDrtPassIters: 5
  antenna_cells: 0
  wirelength_mm: 4.91
placed_design:
  dp_hpwl_mm: 3.33
  placedCellCount: 307
  io_buffers: 13
  placedInstanceArea_mm2: 0.00264
  gp_congestion: 0.838
job:
  warnings: 65
  max-cap-violations: 0
min_path:
  hold_class: "reg2reg"
status:
  outcome: "completed"
path summary, 6_finish.rpt:
| check | endpoint | startpoint | depth (start not counted) |
|---|---|---|---|
| worst max-delay path | counter[6] | delayTime[4] | 12 |
| worst min register to register | counter[1] | counter[1] | 2 |
| worst min-delay path | counter[1] | counter[1] | 2 |
| worst max register to register | ticks[22] | ticks[11] | 10 |
what timing repair did:
action,CTS,global route
gates cloned,0,0
setup buffers,2,3
pin swaps,19,19
resized,17,25
setup endpoints to repair,4,4
hold endpoints to repair,0,0
flip-flops by register name (all words and copies together), names as in the netlist:
signal	flops
counter	10
ticks	26
dirL	1
layout make-up:
| type | count | area [µm²] |
|---|---|---|
| fill | 309 | 1380 |
| multi-input combinational | 172 | 1370 |
| sequential | 37 | 1010 |
| timing repair buffer | 26 | 234 |
| clock inverter | 39 | 153 |
| inverter | 24 | 97.6 |
| clock buffer | 5 | 68.8 |
| tap | 52 | 65.1 |
critical path, cell delays in order:
cell       delay, ns
buf_6           0.09
inv_2           0.05
ha_4            0.21
a21oi_4         0.18
a211oi_4        0.09
a2111oi_4       0.37
and3_4          0.26
ha_4            0.15
nand3_4         0.07
nor3_4          0.21
nand4_1         0.15
a211oi_1        0.27
kinds of logic (layout without fill, tap and decap cells):
| logic type | after synthesis | count (layout) | share of synthesized area, % |
|---|---|---|---|
| xor gates and xnor gates | 17 | 17 | 6.46 |
| AOI/OAI and AO/OA | 43 | 43 | 13.8 |
| muxes | 1 | 1 | 0.434 |
| adders and majority gates | 12 | 12 | 6.51 |
| and+or+nand+nor | 99 | 99 | 22.6 |
| DFF | 37 | 37 | 43.8 |
| buffers and inverters | 35 | 94 | 6.35 |
stage by stage:
step / setup TNS [ns] / power [mW] / setup slack, ns / util, %
3_3_place_gp: -3.04 / 0.392 / -0.601 / 60.2
3_5_place_dp: -3.43 / 0.396 / -0.661 / 60.2
6_report: 0 / 0.605 / 0.113 / 68.5
2_1_floorplan: -0.249 / 0.374 / -0.131 / -
5_1_grt: -0.0211 / 0.651 / -0.0211 / 68.5
4_1_cts: 0 / 0.611 / 0.00481 / 66.8
power by group:
group          leakage [nW]  total (mW)  switching [mW]  internal, mW
combinational         0.602      0.0712          0.0376        0.0336
clock                 0.237       0.242           0.139         0.103
sequential            0.349       0.292          0.0159         0.277
per-layer routing:
metal  track usage, %  part of all wire [%]  vias to the layer above
met4             6.67                   1.2                        0
met5                0                     0                        -
met3             7.74                   6.0                       13
met2             33.8                    48                       63
met1             28.6                    44                      948
li1                 -                     -                     1022
cells in the mapped netlist (2+ instances only):
cell type / count / area share [%]
nand2_1: 16 / 2.6
dfxtp_1: 10 / 8.7
buf_2: 3 / 0.65
nor3_1: 2 / 0.43
a21oi_1: 9 / 2.0
xor2_1: 7 / 2.7
a211oi_1: 4 / 1.3
or3_1: 7 / 1.9
nand3_1: 19 / 4.1
and2_1: 4 / 1.1
o32ai_1: 4 / 1.5
a31oi_1: 8 / 2.2
a31o_2: 2 / 0.76
edfxtp_1: 27 / 35
a311oi_1: 2 / 0.76
nand4_1: 11 / 3.0
o21ai_0: 5 / 1.1
and3_1: 5 / 1.4
inv_1: 25 / 4.1
clkbuf_1: 5 / 0.81
ha_1: 12 / 6.5
and4_1: 3 / 1.1
nor2_1: 20 / 3.3
xnor2_1: 10 / 3.8
nor4_1: 5 / 1.4
Power and IR drop assume default switching activity.
