## ./config.mk

```make
export PLATFORM = sky130hd
export DESIGN_NAME = ALU
export DESIGN_NICKNAME = ALU
export VERILOG_FILES = /design/flow/design.v
export SDC_FILE = /design/flow/constraint.sdc
export NUM_CORES = 4
export LEC_CHECK = 1
export CORE_UTILIZATION = 30
```

## ./constraint.sdc

```tcl
current_design ALU

set clk_period 15.8
set clk_io_pct 0.2

create_clock -name clk0 -period $clk_period

set non_clock_inputs [all_inputs -no_clocks]
set_input_delay [expr $clk_period * $clk_io_pct] -clock clk0 $non_clock_inputs
set_output_delay [expr $clk_period * $clk_io_pct] -clock clk0 [all_outputs]
```

## ./design.v

```verilog
module ALU(result,control,A,B);
	input[31:0] A, B;
	input[1:0] control;
	output[31:0] result;
	reg[31:0] result;
	always@(control) begin
		case(control)
			2'b00: begin  result = A & B; end
			2'b01: begin  result = A | B; end
			2'b10: begin  result = A + B; end
			2'b11: begin  result = A - B; end
			default: ;
		endcase
	end
endmodule
```

## ./run.sh

```bash
#!/bin/bash
# OpenROAD 26Q1-2900-gdf79404cd8, Yosys 0.63+post, stock flow scripts
make -C /OpenROAD-flow-scripts/flow DESIGN_CONFIG=/design/flow/config.mk WORK_HOME=/design/flow/orfs finish
```

==> PnR_summary.wiki <==
== Metrics ==
{| class="wikitable"
! Metric !! Value
|-
| Mux share of post-synthesis cell area || 1.27%
|-
| Height of the die || 104 um
|-
| Slew at the pin with the worst max-slew slack || 0.843 ns
|-
| Share of power burned in registers || 0%
|-
| Initial DRC Count || 127
|-
| Path category of the worst min-delay check || primary input to primary output
|-
| Aggregate global routing overflow || 0
|-
| Worst Setup SP || B[12]
|-
| Post-synthesis chip area from yosys || 3150 um^2
|-
| Adder-cell share of the synthesized area || 23.1%
|-
| Pleak || 1.62 nW
|-
| Number of buffers inserted to repair setup after CTS || 0
|-
| Placed cell area || 4200 um^2
|-
| Combinational cell fraction of total power || 100.0%
|-
| PostCTS Resize Cnt || 0
|-
| Total routed wirelength || 9760 um
|-
| Peak fanout along the critical path || 6
|-
| Number of fill cells in the layout || 1069
|-
| Syn avg cell area || 6.74 um^2
|-
| Post-layout power || 0.196 mW
|-
| Standard cell core area || 10200 um^2
|-
| Top cells by area || sky130_fd_sc_hd__ha_1 14%, sky130_fd_sc_hd__xnor2_1 10%, sky130_fd_sc_hd__maj3_1 8.9%, sky130_fd_sc_hd__a21oi_1 8.3%, sky130_fd_sc_hd__o21ai_0 7.6%
|-
| Area share of and-or/or-and cells after synthesis || 30.4%
|-
| Floorplan die area || 10900 um^2
|-
| Gate Count Post-Synth || 467
|-
| Portion of total power attributed to the clock network || 0%
|-
| Hold Worst Slack || 7.37 ns
|-
| Final antenna diode count || 0
|-
| Number of different library cells in the post-synthesis netlist || 61
|-
| Count of boundary I/O pins || 98
|-
| Proportion of synthesized chip area in sequential cells || 0%
|-
| Final Hold Vio Count || 0
|-
| Type of element launching the critical path || primary input
|-
| Area fraction of the dominant cell type after synthesis || 13.5%
|-
| Reported max-cap violation count || 0
|-
| CP arrival || 7.61 ns
|-
| Total power divided by cell area || 46.7 nW/um^2
|-
| Die width || 104 um
|-
| Peak supply drop || 0.0191 mV
|-
| Period utilisation layout || 68.1%
|-
| Weighted congestion reported at the end of routability-driven placement || 0.964
|-
| Top-count cell post-synth || sky130_fd_sc_hd__nand2_1
|-
| Post-CTS Hold Fix Bufs || 0
|-
| Yosys xor share || 15.6%
|-
| Number of setup violations in the final report || 0
|-
| List of most frequent post-synthesis cells || 55 x sky130_fd_sc_hd__nand2_1, 52 x sky130_fd_sc_hd__a21oi_1, 48 x sky130_fd_sc_hd__o21ai_0, 37 x sky130_fd_sc_hd__xnor2_1, 34 x sky130_fd_sc_hd__ha_1
|-
| Critical path class || primary input to primary output
|-
| Number of cell rows || 37
|-
| Run status || completed
|-
| Warnings from Yosys || 1
|-
| Largest net degree at the start of global routing || 56
|-
| Aggregate global-route resource usage || 18.1%
|-
| Combinational family with the most area after synthesis || AND-OR/OR-AND gates
|-
| Drc violations || 0
|-
| Summed negative setup slack over all endpoints || 0 ns
|-
| Proportion of total power due to net switching || 48.0%
|-
| Final design area excluding fillers || 4200 um^2
|-
| Vias in the first global route || 3331
|-
| Max-slew violation count || 0
|-
| Drt via density || 5.17
|-
| Net switching power figure || 0.0941 mW
|-
| Routed length per instance || 14.4 um
|-
| Setup repair after global routing missed its margin || false
|-
| Total number of sequential cells || 0
|-
| Number of warnings in the stage logs || 34
|-
| IO buf count || 98
|-
| Area leader, netlist || sky130_fd_sc_hd__ha_1
|-
| Required time at the worst-slack endpoint || 12.64 ns
|-
| Max Clk Rate || 0.0929 GHz
|-
| Number of nets still failing antenna checks after routing || 0
|-
| Start point of the worst min-delay path || A[4]
|-
| Antenna violations before repair || 0
|-
| Clock tree buffer count of the final layout || 0
|-
| Post-synthesis simple-gate area fraction || 23.4%
|-
| Post-detailed-placement half-perimeter wirelength || 7920 um
|-
| Tmin final || 10.77 ns
|-
| Cell area after technology mapping || 3150 um^2
|-
| Kind of end point of the critical path || primary output
|-
| Internal Pwr Total || 0.102 mW
|-
| Total cells reported by yosys after synthesis || 467
|-
| Slew headroom || 43.7%
|-
| Via total after detailed routing || 3504
|-
| Final design utilization || 41.0%
|-
| Fraction of final layout cells sized beyond drive strength 1 || 3.51%
|-
| Area taken by flip-flops and latches || 0 um^2
|-
| Wire length of the first global-routing pass || 16400 um
|-
| Number of search-and-repair iterations in the first detailed-routing pass || 4
|-
| Area growth from synthesis to layout || 33.4%
|-
| Effective utilization at floorplan || 30.8%
|}
## cells by family (layout without fill, tap and decap cells)
family / after synthesis / after routing
AND/OR/NAND/NOR: 145 / 145
adder cells (fa/ha/maj): 63 / 63
buffers and inverters: 47 / 122
multiplexers: 4 / 4
AND-OR/OR-AND: 154 / 154
XOR/XNOR: 54 / 54
## critical path: stages
cell                              delay, ns
sky130_fd_sc_hd__clkdlybuf4s50_1       0.47
sky130_fd_sc_hd__or4_1                 0.70
sky130_fd_sc_hd__nor4_4                0.34
sky130_fd_sc_hd__and3_2                0.28
sky130_fd_sc_hd__and2_1                0.28
sky130_fd_sc_hd__a21oi_1               0.13
sky130_fd_sc_hd__xnor2_1               0.15
sky130_fd_sc_hd__ha_1                  0.39
sky130_fd_sc_hd__nand3_1               0.13
sky130_fd_sc_hd__or4_4                 0.56
sky130_fd_sc_hd__a31oi_4               0.25
sky130_fd_sc_hd__mux2i_1               0.11
sky130_fd_sc_hd__o22ai_1               0.17
sky130_fd_sc_hd__clkdlybuf4s50_1       0.48
## cells in the final DEF, fill, tap and decap left out, types with 4 or more instances in the layout
cell type	synthesis	routed
sky130_fd_sc_hd__clkdlybuf4s50_1	0	98
sky130_fd_sc_hd__nand2_1	55	55
sky130_fd_sc_hd__a21oi_1	52	52
sky130_fd_sc_hd__o21ai_0	48	48
sky130_fd_sc_hd__xnor2_1	37	37
sky130_fd_sc_hd__ha_1	34	34
sky130_fd_sc_hd__nor2_1	28	28
sky130_fd_sc_hd__maj3_1	28	28
sky130_fd_sc_hd__inv_1	21	21
sky130_fd_sc_hd__xor2_1	16	16
sky130_fd_sc_hd__nor3_1	10	10
sky130_fd_sc_hd__a21o_1	9	9
sky130_fd_sc_hd__nand4_1	8	8
sky130_fd_sc_hd__o21bai_1	8	8
sky130_fd_sc_hd__nand2b_1	7	7
sky130_fd_sc_hd__nand3_1	7	7
sky130_fd_sc_hd__o41ai_1	5	5
sky130_fd_sc_hd__and2_1	4	4
sky130_fd_sc_hd__o21a_1	4	4
sky130_fd_sc_hd__mux2i_1	4	4
## per-stage QoR
stage	setup WS [ns]	cells
finish	5.03	678
global route	4.71	678
CTS	5.05	678
detailed placement	5.08	678
global placement	5.01	678
floorplan	6.51	467
## final timing paths
check / to / slack, ns / depth (start not counted)
max: result[31] / 5.03 / 14
min: result[4] / 7.37 / 4
## routing by layer
metal | track usage, % | vias up | share of wire (%)
li1 | - | 1841 | -
met1 | 26.8 | 1586 | 50
met2 | 30.2 | 73 | 46
met3 | 0.831 | 4 | 3.1
met4 | 1.22 | 0 | 0.60
met5 | 0 | - | 0
## power by group through the flow
stage     logic, mW  clock network [mW]  registers [mW]
6_report      0.196                   0               0
4_1_cts       0.197                   0               0
5_1_grt       0.217                   0               0
## area by class of cell
cell class / count / area, um^2 / share of cell area, %
Inverter: 22 / 82.6 / 1.97
Multi-Input combinational cell: 420 / 2950 / 70.3
Tap cell: 136 / 170 / 4.05
Timing Repair Buffer: 100 / 996 / 23.7
Power figures rest on the tool's default switching activity, not on a simulated workload.
