## ./run.sh

```bash
#!/bin/bash
# OpenROAD 26Q1-2900-gdf79404cd8, Yosys 0.63+post, stock flow scripts
make -C /OpenROAD-flow-scripts/flow DESIGN_CONFIG=/design/flow/config.mk WORK_HOME=/design/flow/orfs finish
```

## ./config.mk

```make
export PLATFORM = sky130hd
export DESIGN_NAME = Top
export DESIGN_NICKNAME = Top
export VERILOG_FILES = /design/flow/design.v
export SDC_FILE = /design/flow/constraint.sdc
export NUM_CORES = 4
export LEC_CHECK = 1
export CORE_UTILIZATION = 30
```

## ./constraint.sdc

```tcl
current_design Top

set clk_period 4.4
set clk_io_pct 0.2

create_clock -name clk0 -period $clk_period [get_ports {clk}]

set non_clock_inputs [all_inputs -no_clocks]
set_input_delay [expr $clk_period * $clk_io_pct] -clock clk0 $non_clock_inputs
set_output_delay [expr $clk_period * $clk_io_pct] -clock clk0 [all_outputs]
```

## ./design.v

```verilog
module LightSensorFilter (clk, sensorRaw, sensorFiltered);
input clk;
input sensorRaw;
output reg sensorFiltered = 0;
parameter [16:0] arbitraryRepeats = 16'd5;
reg[16:0] repeatCount=0;
reg lastValue=0;
always @(posedge clk) begin
if (sensorRaw == lastValue) begin
repeatCount <= repeatCount + 1;
if (repeatCount > arbitraryRepeats) begin
repeatCount <= 0;
sensorFiltered <= sensorRaw;
end 
end 
else
	repeatCount <= 0; 
lastValue <= sensorRaw;
end 
endmodule
module LineFollow (clk, enable, 
			sensorLeftFiltered,sensorRightFiltered,sensorMiddleFiltered,
			PWM_OutL, PWM_OutR, dirR, dirL
			);
	input enable;
	input sensorLeftFiltered,sensorMiddleFiltered,sensorRightFiltered;
	input clk;
	output PWM_OutL,PWM_OutR;
	output reg dirR=1,dirL=1;
	reg [7:0] leftMotorSpeed, rightMotorSpeed;
	reg[24:0] counter = 25'b0;
	reg[2:0] state = 3'b0;
	reg bool = 0;
	PWM pwmleft (clk, leftMotorSpeed, PWM_OutL);
	PWM pwmright (clk, rightMotorSpeed, PWM_OutR);
	wire [2:0] sensors;
	assign sensors = {sensorLeftFiltered,sensorMiddleFiltered,sensorRightFiltered};
	parameter MAX = 8'b10111111, 
				HALF= 8'b01011111, 
				OFF = 8'b00000000; 
	always @(posedge clk) begin
	if (enable == 1) begin
		case(sensors)
		3'b000: begin
			if(!bool)begin
				state <= 3'b000;
				counter <= 25'b0;
				dirL <= 1;
				dirR <= 1;
				rightMotorSpeed <= MAX;
				leftMotorSpeed <= MAX;
			end else begin 
				counter <= counter + 1; 
				if(counter >= 25'b001111111111111111111111) bool <= 0;
			end
		end
		3'b001:begin
			if(!bool)begin
				state <= 3'b001;
				counter <= 25'b0;
				dirL <= 1;
				dirR <= 1;
				rightMotorSpeed <= MAX;
				leftMotorSpeed <= HALF;
			end else begin 
				counter <= counter + 1; 
				if(counter >= 25'b001111111111111111111111) bool <= 0;
			end
		end
		3'b010:begin
			if(!bool)begin
				state <= 3'b010;
				counter <= 25'b0;
				dirL <= 1;
				dirR <= 1;
				rightMotorSpeed <= MAX;
				leftMotorSpeed <= MAX;
			end else begin 
				counter <= counter + 1; 
				if(counter >= 25'b001111111111111111111111) bool <= 0;
			end
		end
		3'b011:begin
			if(!bool)begin
				state <= 3'b011;
				counter <= 25'b0;
				dirL <= 1;
				dirR <= 1;
				rightMotorSpeed <= MAX;
				leftMotorSpeed <= OFF;
			end else begin 
				counter <= counter + 1; 
				if(counter >= 25'b001111111111111111111111) bool <= 0;
			end
		end
		3'b100:begin
			if(!bool)begin
				state <= 3'b100;
				counter <= 25'b0;
				dirL <= 1;
				dirR <= 1;
				rightMotorSpeed <= HALF;
				leftMotorSpeed <= MAX;
			end else begin 
				counter <= counter + 1; 
				if(counter >= 25'b001111111111111111111111) bool <= 0;
			end
		end
		3'b101:begin
			if(!bool)begin
				state <= 3'b101;
				counter <= 25'b0;
				dirL <= 1;
				dirR <= 1;
				rightMotorSpeed <= MAX;
				leftMotorSpeed <= MAX;
			end else begin 
				counter <= counter + 1; 
				if(counter >= 25'b001111111111111111111111) bool <= 0;
			end
		end
		3'b110:begin
			if(!bool)begin
				state <= 3'b110;
				counter <= 25'b0;
				dirL <= 1;
				dirR <= 1;
				rightMotorSpeed <= OFF;
				leftMotorSpeed <= MAX;
			end else begin 
				counter <= counter + 1; 
				if(counter >= 25'b001111111111111111111111) bool <= 0;
			end
		end
		3'b111:begin
			case(state)
				3'b000: begin
					dirL <= 0;
					dirR <= 0;
					rightMotorSpeed <= OFF;
					leftMotorSpeed <= OFF;
				end
				3'b001:begin
					dirL <= 0;
					dirR <= 1;
					rightMotorSpeed <= MAX;
					leftMotorSpeed <= OFF;
				end
				3'b010:begin
					dirL <= 0;
					dirR <= 0;
					rightMotorSpeed <= MAX;
					leftMotorSpeed <= MAX;
				end
				3'b011:begin
					dirL <= 0;
					dirR <= 1;
					rightMotorSpeed <= MAX;
					leftMotorSpeed <= HALF;
				end
				3'b100:begin
					dirL <= 1;
					dirR <= 0;
					rightMotorSpeed <= OFF;
					leftMotorSpeed <= MAX;
				end
				3'b101:begin
					dirL <= 0;
					dirR <= 0;
					rightMotorSpeed <= OFF;
					leftMotorSpeed <= OFF;
				end
				3'b110:begin
					dirL <= 1;
					dirR <= 0;
					rightMotorSpeed <= HALF;
					leftMotorSpeed <= MAX;
				end
			endcase
		end
		endcase
	end 
	else begin 
		rightMotorSpeed <= OFF;
		leftMotorSpeed <= OFF; 
	end
	end 
endmodule
module PWM(clk,speed,PWM_Out); 
	parameter HIGH = 1'b1,
		  LOW  = 1'b0,
		  ZEROS = 8'b0,
		  FULL = 8'b11111111;
	input clk;
	input [7:0] speed;
	reg[7:0] counter = ZEROS;
	output reg PWM_Out=1;
	always@(posedge clk) begin
			if(counter == FULL) begin
				counter <= ZEROS;
			end
			else if(counter < speed) begin
				PWM_Out <= HIGH;
			end
			else if(counter >= speed) begin
				PWM_Out <= LOW;
			end
			counter <= counter + 1;
	end
endmodule 
module Receiver(serialInput, clk, rst, ackDone, regOutput);
	input serialInput, clk, rst;
	output reg [7:0] regOutput = 0;
	output reg ackDone = 0;
	parameter readyBit = 0, sampleHold = 1, sampleBit = 2, stopBit = 3;
	reg[2:0] state = readyBit;
	reg[3:0] sampleCount = 0;
	reg[8:0] baudRate = 0;
	always@(posedge clk) begin
		if(rst == 0) begin
			state <= readyBit; regOutput <= 8'b00000000; baudRate <= 9'b000000000;
			sampleCount <= 4'b0000; ackDone <= 1'b0;
		end else begin
			ackDone <= 1'b0;
			case(state)
				readyBit:begin
					if(serialInput == 1'b0) state <= sampleHold;
					else state <= readyBit;
				end
				sampleHold:begin
					if(baudRate >= 450) begin  
						if(sampleCount >= 4'b1000) begin
							state <= stopBit; sampleCount <= 4'b0000; baudRate <= 9'b000000000; 
						end
						else begin
							baudRate <= 9'b000000000; state <= sampleBit;
						end
					end
					else begin baudRate <= baudRate + 1; state <= sampleHold; end
				end
				sampleBit:begin
					regOutput[0] <= regOutput[1]; 
					regOutput[1] <= regOutput[2];
					regOutput[2] <= regOutput[3]; 
					regOutput[3] <= regOutput[4];
					regOutput[4] <= regOutput[5]; 
					regOutput[5] <= regOutput[6];
					regOutput[6] <= regOutput[7]; 
					regOutput[7] <= serialInput;
					sampleCount <= sampleCount + 1;
					state <= sampleHold;
				end
				stopBit:begin
					if(serialInput == 1'b1) begin state <= readyBit; ackDone <= 1'b1; end
					else state <= stopBit;
				end
			endcase
		end
	end
endmodule
module Top(clk,PWM_OutR, dirR,PWM_OutL, dirL,sensorLeftRaw, sensorMiddleRaw, sensorRightRaw,serialInput,enable,regOutput);
	input clk; 
	input sensorLeftRaw, sensorMiddleRaw, sensorRightRaw, serialInput;
	output PWM_OutR, dirR, PWM_OutL, dirL,enable;
	wire sensorLeftFiltered,sensorMiddleFiltered,sensorRightFiltered, ackDone;
	output[7:0] regOutput;
	reg rst = 1'b1;
	LightSensorFilter lsf1 (clk, sensorLeftRaw, sensorLeftFiltered);
	LightSensorFilter lsf2 (clk, sensorMiddleRaw, sensorMiddleFiltered);
	LightSensorFilter lsf3 (clk, sensorRightRaw, sensorRightFiltered);
	LineFollow lf1 (clk, enable, 
			sensorLeftFiltered,sensorRightFiltered,sensorMiddleFiltered,
			PWM_OutL, PWM_OutR, dirR, dirL
			);
	Receiver myReceiver(serialInput, clk, rst, ackDone, regOutput);
	Translator myTranslator(clk, ackDone, regOutput, enable);
endmodule
module Translator (clk, ackDone, receiverData, enable);
output reg enable=0;
input clk,ackDone;
input [7:0] receiverData;
reg[7:0] DataReg = 8'b0;
parameter s = 8'd115,
		  e = 8'd101;
always @(posedge clk) begin
if(ackDone == 1)begin
	DataReg = receiverData;
	if(DataReg == e)begin enable <= 0; end
	else if(DataReg == s) begin enable <= 1; end
end
end  
endmodule
```

==> run summary <==
Flow results follow.

The run finished with clean final reports. The capture endpoint of the worst hold path is lf1.pwmright.counter[0]. Summing all flip-flop and latch instances after layout gives 3320 µm². STA classifies the critical path startpoint as a register. The upper clock frequency limit is 0.422 GHz. Cells with a size suffix above 1 make up 7.07% of the layout. The capturing element type of the critical path is a primary output. The number of antenna violations at the first check in global routing is 0. Post-synth the commonest register cell is dfxtp_1.

TritonRoute reported its final design rule violation total as 0. The cell count of the worst reg-to-reg path is 4. The number of hold buffers added after CTS is 0. The length of the first detailed-routing pass in iterations is 4. The chip width is 140 µm. In the final report, the number of endpoints failing setup comes to 0. The DRC violation total after the first TritonRoute iteration is 150. According to the floorplan report, the placeable core area is 18,600 µm². After detailed routing, the total wire length is 8.24 mm. The sequential-to-total area share from yosys stat is 58.4%.

The report counts max-capacitance violations totalling 0. The startpoint identified for the worst register-to-register timing path is lsf1.sensorFiltered. Clock tree synthesis inserted a total of 17 buffers. Counting flops with a built-in enable in the synthesized netlist gives 58. The layout-stage area growth over the synthesis result is 21.4%.

The post-detailed-route via-to-cell ratio is 4.38. Ranking logic cells in the layout by count gives the top entries 79 x dfxtp_1, 58 x edfxtp_1, 39 x conb_1. The routing usage on met3 is 3.02%. The first global-routing pass estimated 14.6 mm of wire. The Yosys chip area is 5690 µm². Routing resource usage on met1 recorded by global route was 13.8%. Dividing the final minimum period by the clock period gives 53.9%.

The maximum clock insertion buffer count is 2. The half-perimeter wire length after detailed placement is 5.60 mm. The global routing report lists met2 layer usage as 13.5%. The final antenna diode tally reported by the flow is 0. Before any placement, the netlist area is recorded as 5690 µm². The worst vdd rail ir drop is 0.290 mV. TritonCTS built the clock tree. Yosys reported a register bit count of 137.

The startpoint identified for the worst hold timing path is lf1.pwmright.counter[0]. The type of the worst setup path is register to primary output. Per the OpenROAD power report, leakage power amounts to 2.74 nW. The count of unique library cells instantiated by Yosys is 48. The critical path's slowest stage uses the library cell edfxtp_1. The worst slew slack as a fraction of its limit is 39.0%.

The number of warnings in the stage logs is 36. Counting every instance in the synthesized netlist gives 485. The number of setup buffers added after CTS is 0.

Clock skew on the completed layout was measured at 0.00479 ns. The number of primary I/O pins is 18. The number of gates resized after CTS is 0.

Counting only logic cells after layout, the most numerous master is dfxtp_1. The signal on the critical path passes through clkdlybuf4s50_1. The cell type group with the largest total delay on the critical path is flip-flops. The root buffer cell is clkbuf_16. The clock drives 137 sinks. The total of warnings raised by yosys is 6.

The filler cell count is 1,730. Summed over all layers, the global routing overflow is 0. The number of vias after detailed routing is 3,507. The data required time at the worst endpoint is 3.52 ns.

The total instance count after detailed placement is 768. The remaining number of nets flagged by the antenna check after routing is 0. The capturing point of the worst reg2reg path is lf1.rightMotorSpeed[4]. At the later pin of the worst-skew pair, clock insertion delay measures 0.41 ns. After floorplanning, the die was sized to cover 19,500 µm². The pin count of the biggest net entering global routing is 36. The worst register-to-register path has a setup slack of 2.37 ns.

The height of the chip is 140 µm. The layout report lists the multi-input gate area as 2370 µm². The cell depth of the worst hold path is 1.

The effective utilization at floorplan is 30.5%. Subtracting the final worst setup slack from the clock period gives 2.37 ns. For this run, the total global-route usage over all layers was measured as 9.23%. Looking at the worst setup and hold paths, the clock pins of their registers show a slew of 0.05 ns. For reference, the final report shows the hold violation count at 0. The H-tree was split into 4 levels.

Data on the critical path arrives at its endpoint at 1.49 ns. The number of pins with negative max-slew slack in the final report is 0. For this run, the number of standard cells in the final layout without fillers is 800. The last weighted congestion value of the routability-driven placer is 0.814. After global routing, the most crowded layer is met1. The mean cell area of the mapped netlist is 11.7 µm². Among all stages on the critical path, the maximum delay recorded is 0.54 ns. Setup total negative slack on the finished layout was measured at 0 ns. The path class of the lowest-slack min-delay path is register to register. The maximum fanout along the worst path is 10. According to the floorplan log, the row count is 50. Setup repair after global routing left no endpoint under its margin. The number of cells in Yosys stat is 485. The average wire length per cell after detail routing is 10.3 µm. The number of global-route vias before repair was 3,316. In this run the tool buffered the top-level ports with 17 buffer cells. The async set-or-reset flop fraction in the synthesized netlist is 0%. The power density relative to cell area is 472 nW/µm². Together, buffers and inverters on the worst path number 1. The transition time at the pin with the least slew margin is 0.889 ns.
## final cells by class
class / count / area share, %
Tap cell: 234 / 4.24
Timing Repair Buffer: 19 / 2.68
Inverter: 27 / 1.47
Multi-Input combinational cell: 351 / 34.3
Clock inverter: 9 / 1.54
Clock buffer: 23 / 7.70
Sequential cell: 137 / 48.1
## routing by layer
layer,part of all wire [%],up-vias,routed length [µm]
li1,-,1827,-
met5,0,-,0
met1,50,1604,4140
met3,4.7,12,390
met2,43,64,3550
met4,2.0,0,163
## where the power goes
group | total, mW | internal [mW] | switching, mW
sequential | 1.55 | 1.46 | 0.0814
combinational | 0.250 | 0.116 | 0.134
clock | 1.46 | 0.964 | 0.498
total | 3.26 | 2.54 | 0.713
## state kept, by name (all words and copies together), names as in the netlist, 4 cells and up
| signal | cells |
|---|---|
| myReceiver.sampleCount | 4 |
| lf1.counter | 25 |
| myReceiver.baudRate | 9 |
| lsf3.repeatCount | 17 |
| myReceiver.regOutput | 8 |
| lsf2.repeatCount | 17 |
| lsf1.repeatCount | 17 |
| lf1.pwmleft.counter | 8 |
| lf1.pwmright.counter | 8 |
## logic make-up (layout without fill, tap and decap cells)
group / Yosys count / in the layout / share of synthesized area, %
multiplexers: 10 / 10 / 1.76
other: 1 / 39 / 0.0659
AND/OR/NAND/NOR: 176 / 176 / 17.6
buffers and inverters: 35 / 78 / 2.48
adder cells (fa/ha/maj): 34 / 34 / 7.43
AND-OR/OR-AND: 49 / 49 / 5.69
flip-flops: 137 / 137 / 58.4
XOR/XNOR: 43 / 43 / 6.62
## Yosys cell counts, types with 2 or more instances
master	number	area [µm²]
nand3_1	25	125
and4_1	4	35.0
nor2_1	30	113
o22ai_1	2	12.5
buf_2	2	10.0
nand2_1	21	78.8
or4_1	8	60.1
nor4_1	5	31.3
nor4_2	2	25.0
nand4_1	14	87.6
a21boi_0	5	37.5
dfxtp_1	79	1580
xor2_1	21	184
a31oi_1	4	25.0
a211o_1	2	17.5
a21oi_1	8	40.0
nor3_1	6	30.0
clkbuf_1	5	18.8
o211ai_1	6	45.0
a21o_1	3	22.5
o21ai_0	11	55.1
nor4b_1	2	17.5
mux2i_1	10	100
o211a_1	2	20.0
inv_1	27	101
and2_1	22	138
ha_1	33	413
and3b_1	2	17.5
nand2b_1	12	75.1
and3_1	7	43.8
nor2b_1	10	62.6
edfxtp_1	58	1740
xnor2_1	22	193
## per-stage QoR
| stage | instance area [µm²] | total power [mW] | hold WS (ns) | setup slack, ns | util, % |
|---|---|---|---|---|---|
| 6_report | 6910 | 3.26 | 0.439 | 2.03 | 37.1 |
| 3_3_place_gp | 6270 | 1.80 | 0.418 | 2.41 | 33.6 |
| 4_1_cts | 6910 | 3.30 | 0.445 | 1.99 | 37.1 |
| 3_5_place_dp | 6270 | 1.82 | 0.434 | 2.37 | 33.6 |
| 5_1_grt | 6910 | 3.42 | 0.470 | 1.94 | 37.1 |
| 2_1_floorplan | 5830 | 1.75 | 0.400 | 2.46 | - |
## worst max path at each step
stage                        from     end  slack [ns]  cells past startpoint
CTS           myTranslator.enable  enable        1.99                      1
global route  myTranslator.enable  enable        1.94                      1
finish        myTranslator.enable  enable        2.03                      1
No activity file was given, so power comes from the tool's default toggle rates.
